[./run.sh]
#!/bin/bash
# OpenROAD 26Q1-2900-gdf79404cd8, Yosys 0.63+post, stock flow scripts
make -C /OpenROAD-flow-scripts/flow DESIGN_CONFIG=/design/flow/config.mk WORK_HOME=/design/flow/orfs finish
[./config.mk]
export PLATFORM = sky130hd
export DESIGN_NAME = RCA_32b_final
export DESIGN_NICKNAME = RCA_32b_final
export VERILOG_FILES = /design/flow/design.v
export SDC_FILE = /design/flow/constraint.sdc
export NUM_CORES = 4
export LEC_CHECK = 1
export CORE_UTILIZATION = 40
[./constraint.sdc]
current_design RCA_32b_final

set clk_period 7.1
set clk_io_pct 0.2

create_clock -name clk0 -period $clk_period [get_ports {clk}]

set non_clock_inputs [all_inputs -no_clocks]
set_input_delay [expr $clk_period * $clk_io_pct] -clock clk0 $non_clock_inputs
set_output_delay [expr $clk_period * $clk_io_pct] -clock clk0 [all_outputs]
[./design.v]
module RCA_16b_final(clk, reset, cin, iso, ret, pse, a,b,s, cout);
  input clk;
  input reset;
  input cin;
  input iso;
  input ret;
  input pse;
  input [15:0] a,b; 
  output reg [15:0] s;
  output reg cout;
always@(posedge clk)
{cout, s} <= a+b+cin;
endmodule
module RCA_32b_final(clk, reset, cin, pwr_sig,  a,b,s);
  input clk;
  input reset;
  input cin;
  input pwr_sig;
  input [31:0] a,b;
  output [32:0]s; 
  wire cout_lsb;
  wire iso;
  wire ret;
  wire pse;
  wire iso1;
  wire ret1;
  wire pse1;
  RCA_16b_final lsb_rca(.clk(clk), .reset(reset), .cin(cin), .iso(iso1), .ret(
                ret1), .pse(pse1), .a(a[15:0]), .b(b[15:0]),.s(s[15:0]),.cout(cout_lsb));
  RCA_16b_final msb_rca(.clk(clk), .reset(reset), .cin(cout_lsb), .iso(iso), .ret(
                ret), .pse(pse), .a(a[31:16]), .b(b[31:16]),.s(s[31:16]),.cout(s[32]));
  powercontrol_final pwr_ctrl(.clk(clk), .reset(reset), .pwr_sig(pwr_sig), .pse(pse),.pse1(pse1), .iso(iso), .iso1(iso1), .ret(ret), .ret1(ret1));
endmodule
module powercontrol_final(clk, reset, pwr_sig, pse, iso, ret, pse1, iso1, ret1);
  input clk;
  input reset;
  input pwr_sig;
  output reg pse;
  output reg iso;
  output reg ret;
  output reg pse1;
  output reg iso1;
  output reg ret1;
  always @(posedge clk)
begin 
      iso1 <= 1'b0;
      ret1 <= 1'b0;
      pse1 <= 1'b1;
   if (reset) begin
      iso <= 1'b0;
      ret <= 1'b0;
      pse <= 1'b1;      
     end else if (!reset) begin
	if (pwr_sig == 1) begin
	iso <= 1'b1;
        ret <= iso;
        pse <= !ret;
        end
        if (pwr_sig == 0) begin
       	pse <= 1'b1;
        ret <= !pse;
        iso <= ret;
        end
    end
end
endmodule
==> metrics.yaml <==
timing:
  fin_crit_sh: 0.5473
  relSlewSlack: 0.7421
  setup_tns_ns: 0
  setup_viol_count_final: 0
  drv_slew: 0
  hold_viol_final: 0
  min_period_ns: 3.886
  rsz0062_at_grt: "false"
  tightestPinTransition_ns: 0.3850
  max_freq_ghz: 0.2574
  fin_hold_ws_ns: 0.5301
  fin_skew_ns: 0.007863
yosys:
  yosysChipArea_um2: 2203
  synth_flop_count: 34
  synth.most_common_cell: "dfxtp_1"
  ff_type: "dfxtp_1"
  yosysTopAreaCell: "dfxtp_1"
  yosys.stat.seqShare: 0.3089
  synthesis.area_um2: 2203
  synth_cell_types: 42
  yosysWarnings: 2
  top_area_frac: 0.3089
  synth_cells: 241
  edf_count: 0
  syn_area_per_cell_um2: 9.143
  topCellsByArea: "dfxtp_1 (31%), ha_1 (17%), xnor2_1 (6.4%)"
  top_cells_by_count: "dfxtp_1 (34), ha_1 (30), a21oi_1 (23)"
  async_flop_share: 0
  ys_cells: 241
global_route:
  grt_max_degree: 12
  antenna_found_initial: 0
  track_usage: 0.1755
  first_global_vias: 1840
  grt_pass1_wl_um: 8300
  grt_overflow: 0
clocking:
  clk_latency_ns: 0.29
  cts_tree: "built"
  cts_buffer_depth: 2
  htree_levels: 2
  cts_root_buf: "clkbuf_8"
  cts.sink_count: 34
  cts_setup_buffers: 0
  cts_resized: 0
  postCtsHoldBufs: 0
  cts_made_buffers: 5
  clk_pin_slew_worst_paths_ns: 0.08
pwr:
  power_density_nw_per_um2: 210.9
  leakage_nw: 1.432
  ir_drop_mv: 0.1750
  finalPower_mw: 0.7139
place:
  place.gp.congestion: 0.8261
  port_buffers: 98
  dpl.hpwl_um: 3903
floorplan:
  die_w_um: 76.22
  design.core.area_um2: 5205
  die_area_um2: 5809
  fp-utilization: 0.4233
  die_height_um: 76.22
  placementRows: 26
  ioPinCount: 101
detailed_routing:
  drc: 0
  drt_wl_total_um: 4957
  viasPerCell: 5.061
  drtIter0Drc: 112
  antenna_cells: 0
  wire_per_inst_um: 12.09
  vias: 2075
  ant_nets: 0
  drtPass1Iterations: 4
setup_path:
  cpMostUsedCell: "fa_1"
  critPathKind: "primary input to flop"
  slowest_delay_ns: 0.48
  arrival_ns: 4.07
  end_kind: "flop"
  startpoint_type: "primary input"
  required_ns: 7.28
  critPathMaxFanout: 3
  cp_cell_sequence: "clkdlybuf4s50_1 -> fa_1 -> fa_1 -> a211oi_1 -> o211ai_1 -> nand4_1 -> o21ai_1 -> a221o_1 -> a21o_1"
  cpMaxStageDelayCell: "fa_1"
flow_run:
  log.warning_count: 28
  cap_violations: 0
cells_and_area:
  syn_to_final_growth_pct: 53.61
  drive_gt1_frac: 0.02941
status:
  status: "completed"
worst_hold_path:
  hp-class: "flop to flop"
cell usage in the layout, fill, tap and decap left out, types with 2 or more instances in the layout:
cell	Yosys	final
nand2_1	13	13
o21ai_0	12	12
o21ai_1	6	6
xor2_1	8	8
clkbuf_8	0	6
a21oi_1	23	23
a211oi_1	5	5
a311o_1	2	2
ha_1	30	30
o21bai_1	2	2
bufinv_16	0	2
nand3b_1	2	2
clkdlybuf4s50_1	0	98
fa_1	4	4
nor3_1	2	2
nor2b_1	4	4
nor2_1	13	13
inv_1	9	9
a21o_1	14	14
xnor2_1	16	16
nor3b_1	2	2
a311oi_1	3	3
a31oi_1	3	3
dfxtp_1	34	34
nand4_1	6	6
nand3_1	4	4
state kept, by name, indices dropped and copies added (netlist names):
signal,cells
lsb_rca.s,16
lsb_rca.cout,1
msb_rca.cout,1
msb_rca.s,16
metrics by stage:
step	setup WS (ns)	cell area, um2	instances	utilization
6_report	3.214	3385	410	0.6502
4_1_cts	3.224	3385	410	0.6502
3_5_place_dp	2.921	3242	402	0.6228
5_1_grt	3.032	3385	410	0.6502
3_3_place_gp	2.939	3242	402	0.6228
2_1_floorplan	3.615	2203	241	-
final timing paths:
kind / end / start / slack, ns / cells past startpoint
worst max-delay path: lsb_rca.cout / a[0] / 3.21 / 9
worst min-delay path: msb_rca.s[0] / lsb_rca.cout / 0.53 / 1
worst min register to register: msb_rca.s[0] / lsb_rca.cout / 0.53 / 1
worst max register to register: msb_rca.s[14] / lsb_rca.cout / 4.55 / 8
area by class of cell:
class                           count  area, um2
Multi-Input combinational cell    191       1459
Clock inverter                      2      60.06
Inverter                            9      33.78
Tap cell                           70      87.58
Clock buffer                        6      82.58
Sequential cell                    34      680.7
Timing Repair Buffer               98      980.9
Fill cell                         445       1821
logic make-up after synthesis:
family                     count (synthesis)  synth area share
adders and majority gates                 34            0.2067
AOI/OAI and AO/OA                         82            0.2436
xor gates and xnor gates                  24           0.09540
and+or+nand+nor                           51            0.1164
buffers and inverters                     16           0.02896
DFF                                       34            0.3089
worst max-delay path, delay by kind of cell:
family          cells  cell delay (ns)
compound gates      5             1.11
buf+inv             1             0.43
simple gates        1             0.17
fa+ha+maj           2             0.92
power breakdown:
group,internal (mW),switching [mW]
logic,0.159,0.0890
registers,0.233,0.00975
clock network,0.150,0.0732
layer usage:
| metal | vias up | GRT usage | share of wire |
|---|---|---|---|
| li1 | 1084 | - | - |
| met1 | 911 | 0.2797 | 0.50 |
| met2 | 73 | 0.2486 | 0.41 |
| met3 | 7 | 0.04501 | 0.079 |
| met4 | 0 | 0.02308 | 0.015 |
| met5 | - | 0 | 0 |
Power figures rest on the tool's default switching activity, not on a simulated workload.
